<file path="config.mk">
export PLATFORM = sky130hd
export DESIGN_NAME = RAM
export DESIGN_NICKNAME = RAM
export VERILOG_FILES = /design/flow/design.v
export SDC_FILE = /design/flow/constraint.sdc
export NUM_CORES = 4
export LEC_CHECK = 1
export CORE_UTILIZATION = 40
export SYNTH_MEMORY_MAX_BITS = 65536
</file>
<file path="constraint.sdc">
current_design RAM

set clk_period 62.1
set clk_io_pct 0.2

create_clock -name clk0 -period $clk_period [get_ports {CLK}]

set non_clock_inputs [all_inputs -no_clocks]
set_input_delay [expr $clk_period * $clk_io_pct] -clock clk0 $non_clock_inputs
set_output_delay [expr $clk_period * $clk_io_pct] -clock clk0 [all_outputs]
</file>
<file path="design.v">
`timescale 1ns / 1ps
module RAM(OUT,IN,ADDR,CLK,RD,WR);
input [15:0]IN;
input [9:0]ADDR;
input CLK,RD,WR;
output reg [15:0]OUT;
reg [15:0]mem[1023:0];
always@(posedge CLK)
begin
if (WR && !RD)
mem[ADDR]<=IN;
else if (RD && !WR)
OUT<=mem[ADDR];
end
endmodule
</file>
<file path="run.sh">
#!/bin/bash
# OpenROAD 26Q1-2900-gdf79404cd8, Yosys 0.63+post, stock flow scripts
make -C /OpenROAD-flow-scripts/flow DESIGN_CONFIG=/design/flow/config.mk WORK_HOME=/design/flow/orfs finish
</file>
==> ds_physical_params.txt <==
Table: implementation figures

Parameter                              Value

Yosys
  Yosys cell count    31.5k
  Count of state elements after synthesis    16.4k
  Synthesis warning total    1
  Cell area after synthesis    0.626 mm²
  Share of the synthesized area in the top cell type    78.6%
  Flip-flop cell with the highest count after synthesis    edfxtp_1
  Synth top cells by count    edfxtp_1 (16.4k), mux2i_1 (4910), o22ai_1 (2087)
  Async SR Flop Fraction    0%
  Cell variety after synth    53
  Post-synth EDFFs    16.4k
  Avg Synthesized Cell Area    19.9 µm²
  Yosys synthesis chip area    0.626 mm²
  Largest cells by area after synthesis    edfxtp_1 (79%), mux2i_1 (7.8%), mux4_2 (5.9%), o22ai_1 (2.1%), nor2_1 (0.87%)
  Leading area contributor after synthesis    edfxtp_1
  Mapped Cells    31.5k
  Sequential area share after synthesis    78.6%
  Most common cell in the netlist    edfxtp_1

Worst hold path
  Path class of the lowest-slack min-delay path    flop to flop
  Cell depth of the worst min-delay path    8

Clock network
  Number of clock sinks seen by CTS    16.4k
  CTS tree    done
  Cts bufs inserted    1715
  Clock Tree Buf Depth    6
  Number of buffers inserted for hold repair after clock tree synthesis    0
  Number of buffers inserted by post-CTS setup repair    0
  CTS-repair resized insts    0
  Clock H-tree levels    7
  Master cell of the clock root buffer    clkbuf_16
  Clock latency reported for the late side of the worst-skew pair    1370 ps
  Clock transition at path regs    60 ps

Power and ir drop
  Power density relative to cell area    32.1 mW/mm²
  Sw power    4.87 mW
  Portion of total power attributed to sequential cells    53.0%
  Worst voltage drop across the vdd grid    29.6 µV
  Cell leakage power    235 nW
  Part of the total power dissipated in combinational logic    4.6%
  Switching share of power    21.2%
  Internal power    18.1 mW
  Clk pwr share    42.4%

Place
  Number of port buffers    44
  Final weighted congestion in routability-driven placement    0.920
  Area after detailed placement    0.662 mm²
  Detailed Place HPWL    1140000 µm

Timing
  Remaining max-slew budget at the tightest pin    -2.87%
  Unrepaired setup endpoints after global routing    no
  Post-layout period usage    34.3%
  Skew final    127 ps
  Setup violations, final    0
  Fin crit period    21290 ps
  Slew @ Worst Pin    1540 ps
  Maximum clock frequency    47.0 MHz
  Sum of negative setup slack    0 ps
  Total count of max-transition violations in the final report    2
  Hold Vio Cnt, Final    0

Detailed routing
  Total length of routed wires    1880000 µm
  Iteration tally of the first detailed-router pass    6
  Overall via count from detail_route    321k
  Post-detailed-route via-to-cell ratio    5.72
  Remaining antenna violation count after routing    0
  Drt initial violations    22.1k
  Wirelength per Cell    33.5 µm
  Number of remaining DRC errors    0

Critical path
  Crit-path cells    buf_16 > buf_4 > buf_4 > buf_4 > buf_4 > buf_4 > buf_4 > buf_4 > buf_4 > buf_4 > mux2i_1 > o22ai_1 > nor4_1 > nand3_1 > a31oi_1 > buf_4 > o22ai_1 > or4_1
  Length in cells of the worst reg-to-reg path    9
  Arrival time of the worst setup path    22350 ps
  Critical path startpoint category    input pin
  Crit. End Element    flop
  Logic depth of the worst setup path including buffers    18
  Most common cell on crit path    buf_4
  Data required, critical path    63160 ps
  Max stage delay cell, worst path    a31oi_1
  Category of cells accounting for the largest share of critical-path delay    buffers and inverters
  Combined buffer and inverter count along the critical path    11
  Worst setup path category    input pin to flop
  Slowest stage delay, CP    970 ps
  Critical path peak fanout    87
  Reg-to-reg slack, setup    56710 ps

Global route
  Maximum number of pins on one net before global-route repair    119
  Number of antenna violations at the first check in global routing    183
  Via count of the first global-routing pass    343k
  Gr ovfl total    0
  Overall routing resource usage    26.1%
  Global-route wire length before repair    2610000 µm

Die
  Standard-cell rows    459
  Die Height    1250 µm
  Io pins    45
  Area of the placeable core    1.56 mm²
  Pre-Place Util    40.1%
  Chip Area    1.57 mm²
  Die width    1250 µm

Cells and area
  Area added between synthesis and finish    14.3%
  Fraction of final layout cells with drive strength greater than 1    18.6%
  Final design area excluding fillers    0.716 mm²

Outcome
  Run status    finished with violations
  Violations in the final reports    max-capacitance violations, max-slew violations

Job
  Count of max-cap constraint violations    1
  OpenROAD warnings    99
[final cells by class]
class / count / area, µm²
fill: 126000 / 846000
sequential: 16400 / 492000
multi-input combinational: 13100 / 125000
clock buffer: 2078 / 44700
tap: 20700 / 26000
timing repair buffer: 2395 / 18800
clock inverter: 977 / 8090
antenna: 407 / 1020
inverter: 5 / 31.3
[per-layer routing]
metal  wire length, µm  track usage (%)  vias up
met5              6950             3.38        -
met1            537000             26.6   160000
met2            849000             36.3    22100
met3            392000             24.1     3654
met4             96200             11.1      250
li1                  -                -   135000
[cell usage in the layout, fill, tap and decap left out, drive strengths merged, types with 6 or more instances in the layout]
cell type	Yosys	routed
mux4	1651	1651
o22ai	2087	2087
nand3	265	265
clkbuf	740	2078
nor4	488	488
a22oi	507	507
nor2	1447	1447
mux2i	4910	4910
nor3	136	136
o21ai	413	413
a221oi	116	116
edfxtp	16400	16400
or4	161	161
nand4bb	6	6
bufinv	0	135
clkinv	1	781
o211ai	62	62
nand4	33	33
nor2b	10	10
clkdlybuf4s50	0	20
a211oi	10	10
nand4b	17	17
inv	4	39
o2111ai	124	124
buf	1221	2375
mux2	109	109
diode	0	407
nand2	290	290
and2	7	7
clkinvlp	0	27
and3	22	22
a21oi	168	168
a31oi	60	60
[registers in the layout, indices dropped and copies added, names as in the netlist]
signal,cells
OUT,16
mem,16384
[power groups by stage]
stage         clock [mW]  combinational [mW]  sequential (mW)
finish              9.75                1.06             12.2
global route        10.3                1.12             12.2
CTS                 9.86                1.05             12.2
[per-stage QoR]
stage	utilization, %	instances	total power, mW	setup slack (ps)	hold WS, ps
2_1_floorplan	-	31500	12.9	46480	751
3_3_place_gp	42.4	52700	13.5	38990	1130
3_5_place_dp	42.4	52700	13.5	39420	1130
4_1_cts	45.8	55700	23.1	40830	1140
5_1_grt	45.8	55900	23.6	40490	1240
6_report	45.9	56100	23.0	40810	1150
[path summary, 6_finish.rpt]
path	end	from
hold reg to reg	OUT[0]	mem[372][0]
setup / recovery	OUT[13]	ADDR[1]
hold / removal	OUT[0]	mem[372][0]
setup reg to reg	OUT[0]	mem[922][0]
[cell families (layout without fill, tap and decap cells)]
kind of cell	count (synthesis)	after routing	synth area share (%)
AOI/OAI and AO/OA	3569	3569	3.67
buffers and inverters	1966	5455	1.56
DFF	16400	16400	78.6
muxes	6670	6670	14.0
other	0	407	0
and+or+nand+nor	2901	2901	2.18
[tightest hold or removal path, cell delays in order (launching register included)]
cell	delay [ps]
edfxtp_1	320
mux2i_1	70
nor2_1	100
nor4_1	50
nand3_1	70
nand4_1	110
nand4_1	140
nor2_1	50
nand4_1	120
Power figures rest on the tool's default switching activity, not on a simulated workload.
