<file path="./config.mk">
export PLATFORM = sky130hd
export DESIGN_NAME = Digital_Clock
export DESIGN_NICKNAME = Digital_Clock
export VERILOG_FILES = /design/flow/design.v
export SDC_FILE = /design/flow/constraint.sdc
export NUM_CORES = 4
export LEC_CHECK = 1
export CORE_AREA = 10 10 78 78
export DIE_AREA = 0 0 88 88
</file>
<file path="./constraint.sdc">
current_design Digital_Clock

set clk_period 3.4
set clk_io_pct 0.2

create_clock -name clk0 -period $clk_period [get_ports {Clk_1sec}]

set non_clock_inputs [all_inputs -no_clocks]
set_input_delay [expr $clk_period * $clk_io_pct] -clock clk0 $non_clock_inputs
set_output_delay [expr $clk_period * $clk_io_pct] -clock clk0 [all_outputs]
</file>
<file path="./design.v">
`timescale 1ns / 1ps
module Digital_Clock(
    Clk_1sec,   
    reset,      
    seconds,
    minutes,
    hours);
    input Clk_1sec; 
    input reset;
    output [5:0] seconds;
    output [5:0] minutes;
    output [4:0] hours;
    reg [5:0] seconds;
    reg [5:0] minutes;
    reg [4:0] hours;
    always @(posedge(Clk_1sec) or posedge(reset))
    begin
        if(reset == 1'b1) begin   
            seconds = 0;
            minutes = 0;
            hours = 0;  end
        else 
         begin   
            seconds = seconds + 1;  
            if(seconds == 60) begin  
                seconds = 0;   
                minutes = minutes + 1;  
                if(minutes == 60) begin  
                    minutes = 0;   
                    hours = hours + 1;   
                   if(hours ==  24) begin   
                        hours = 0;  
                    end
                end
            end    
        end
    end    
endmodule
</file>
<file path="./run.sh">
#!/bin/bash
# OpenROAD 26Q1-2900-gdf79404cd8, Yosys 0.63+post, stock flow scripts
make -C /OpenROAD-flow-scripts/flow DESIGN_CONFIG=/design/flow/config.mk WORK_HOME=/design/flow/orfs finish
</file>
==> results_dict.tcl <==
# collected from the flow reports
set metrics [dict create \
    logic_area_um2 450 \
    min_period_over_period_pct 58.1 \
    synth_warnings 1 \
    setup_violations 0 \
    worst_slack_ns 1.42 \
    die_y_um 88 \
    rsz0062_at_grt "false" \
    r2r_start "seconds[0]" \
    syn-cell-area_um2 915 \
    vias_per_cell 4.63 \
    cp_slowest_cell "clkdlybuf4s50_1" \
    cp-end-kind "primary output" \
    status "finished, final reports clean" \
    cp_max_fo 8 \
    syn_avg_cell_area_um2 10.4 \
    ys_area_um2 915 \
    timing.rr.end "hours[0]" \
    max_slew_margin_pct 57.4 \
    grt-ovfl-total 0 \
    min_to "seconds[0]" \
    clock.fmax_mhz 506 \
    synthCells 88 \
    cpPeakStageDelay_ns 0.54 \
    placed_cells_incl_taps 154 \
    skew_ns 0.00464 \
    ys_cells 88 \
    drive_above_1_share_pct 10.4 \
    grt_pass1_vias 706 \
    die_x_um 88 \
    ys_sh_aoi_pct 17.2 \
    post_cts_buffers 0 \
    first_pass_iters 4 \
    peakVddDrop_mv 0.112 \
    place_ws_ns 1.47 \
    top_layer_used "met4" \
    fp-row-count 24 \
    power_density_nw_per_um2 302 \
    groute.usage.overall_pct 5.19 \
    fin_setup_tns_ns 0 \
    gp_congestion 0.778 \
    cts_buffers 3 \
    worstMarginPinSlew_ns 0.638 \
    cp_cell_sequence "clkdlybuf4s50_1" \
    dr_wl_met2_um 888 \
    drc 0 \
    avgRoutedWirePerCell_um 12.4 \
    worstSetupPathType "flip-flop to primary output" \
    hpwlAfterDp_um 1510 \
    warning_count 25 \
    fin_crit_ns 1.98 \
    place.port_buffers 18 \
    adder_share_pct 4.10 \
    rrSetupSlack_ns 1.46 \
    cts_root_buffer "clkbuf_8" \
    nFillCells 450 \
    cp_top_family "buffers and inverters" \
    whs_path_depth 1 \
    fp_util_pct 20.7 \
    clk_pin_slew_ns 0.06 \
    dieArea_um2 7740 \
    io-pin-count 19 \
    p_leak_nw 0.488 \
    clockBufferDepth 2 \
    cts_sinks 17 \
    insertion_delay_ns 0.25 \
    ant_nets 0 \
    maxCapViolCount 0 \
    crit_arrival_ns 1.30 \
    required_ns 2.72 \
    h-tree-depth 1 \
    area.sequential_um2 425 \
    cts_resized 0 \
    ys_sh_simple_pct 21.8 \
    coreArea_um2 4410 \
    reg2regPathDepth 5 \
    antenna_found_initial 0 \
    cp_num_cells 1 \
    drt-met1-wl_um 886 \
    syn2layout_area_growth_pct 28.0 \
    cts_tree "built" \
    final_max_slew_viol_count 0 \
    holdBufCountCts 0 \
    hold_viol_final 0 \
    startpoint_type "flip-flop" \
    stdcell_count 158 \
    via_count 732 \
    synth.comb.largest_family "simple AND/OR/NAND/NOR gates" \
    min-delay-start "seconds[0]" \
    seq_area_frac_synth_pct 46.5 \
    synthMuxAreaShare_pct 3.28 \
    ys_sh_xor_pct 2.87 \
    wirelength_um 1960 \
    wl_met3_um 172 \
    grt_start_max_net_pins 18 \
    ys.flops 17 \
    critPathBufInv 1 \
    drt_iter0_markers 76 \
    hold_class "flip-flop to flip-flop" \
    grt_pass1_wl_um 3350 \
    diodes 0 \
    ys_types 30 \
]
## layer usage
metal	up-vias	global-route usage, %
li1	364	-
met3	2	2.15
met2	10	8.33
met1	356	6.63
met5	-	0
met4	0	0.580
## worst max-delay path by stage
stage                         to        from
after CTS             seconds[2]  seconds[2]
after global routing  minutes[5]  seconds[0]
final                 seconds[2]  seconds[2]
## placed cells by master (no fill, tap or decap), types with 3 or more instances in the layout
cell type	count
nand4_1	5
clkdlybuf4s50_1	18
a31oi_1	3
o21ai_0	8
clkbuf_8	3
nor2_1	4
dfrtp_1	17
nand3_1	3
nand2_1	15
ha_1	3
## power by group
| part | internal [mW] | switching, mW |
|---|---|---|
| Combinational | 0.00106 | 0.00384 |
| Clock | 0.0811 | 0.0650 |
| Sequential | 0.202 | 0 |
| Total | 0.284 | 0.0688 |
## cells by family (layout without fill, tap and decap cells)
kind of cell	after synthesis	count (layout)
DFF	17	17
and+or+nand+nor	35	35
buffers and inverters	5	23
xor gates and xnor gates	3	3
adders and majority gates	3	3
AOI/OAI and AO/OA	23	23
muxes	2	2
## state kept, by name, indices dropped and copies added (netlist names)
name     cells
seconds      6
hours        5
minutes      6
## final cells by class
type                    count  share of cell area, %
flip-flops and latches     17                   36.3
multi-input cells          66                   38.5
inverters                   1                  0.321
clock buffers               3                   3.53
repair buffers             18                   15.4
clock inverters             1                  0.427
well taps                  52                   5.56
## cell usage after synthesis
cell / count / area, um^2
a21boi_0: 1 / 7.51
a21o_1: 1 / 7.51
a22o_1: 2 / 17.5
a31oi_1: 3 / 18.8
and2_1: 1 / 6.26
and2b_2: 1 / 8.76
and4_1: 2 / 17.5
and4b_2: 1 / 11.3
buf_4: 1 / 7.51
buf_6: 2 / 22.5
clkbuf_2: 1 / 5.00
dfrtp_1: 17 / 425
ha_1: 3 / 37.5
inv_1: 1 / 3.75
mux2_4: 2 / 30.0
nand2_1: 15 / 56.3
nand3_1: 3 / 15.0
nand3_4: 1 / 17.5
nand4_1: 5 / 31.3
nor2_1: 4 / 15.0
nor2b_4: 1 / 13.8
o2111ai_1: 2 / 17.5
o211ai_1: 2 / 15.0
o21ai_0: 8 / 40.0
o21ai_1: 2 / 10.0
o31ai_1: 1 / 7.51
o41ai_2: 1 / 16.3
or2_0: 1 / 6.26
xnor2_1: 2 / 17.5
xor2_1: 1 / 8.76
## through the flow
| step | power, mW | utilization [%] | area (um^2) | hold WS [ns] |
|---|---|---|---|---|
| 2_1_floorplan | 0.209 | - | 915 | 0.466 |
| 3_3_place_gp | 0.211 | 25.5 | 1120 | 0.514 |
| 3_5_place_dp | 0.211 | 25.5 | 1120 | 0.525 |
| 4_1_cts | 0.360 | 26.5 | 1170 | 0.543 |
| 5_1_grt | 0.367 | 26.5 | 1170 | 0.563 |
| 6_report | 0.353 | 26.5 | 1170 | 0.536 |
Power is estimated from default activity; no workload was simulated.
